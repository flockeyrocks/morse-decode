[./design.v]
`timescale 1ns / 1ps
module debouncer_delayed(
    input clk, reset_n,
    input noisy,
    output debounced
    );
    wire timer_done, timer_reset;
    debouncer_delayed_fsm FSM0(
        .clk(clk),
        .reset_n(reset_n),
        .noisy(noisy),
        .timer_done(timer_done),
        .timer_reset(timer_reset),
        .debounced(debounced)
    );
    timer_parameter #(.FINAL_VALUE(1_999_999)) T0(
        .clk(clk),
        .reset_n(~timer_reset),
        .enable(~timer_reset),
        .done(timer_done)
    );
endmodule
`timescale 1ns / 1ps
module debouncer_delayed_fsm(
    input clk, reset_n,
    input noisy, timer_done,
    output timer_reset, debounced
    );
    reg [1:0] state_reg, state_next;
    parameter s0 = 0, s1 = 1, s2 = 2, s3 = 3;
    always @(posedge clk, negedge reset_n)
    begin
        if (~reset_n)
            state_reg <= 0;
        else
            state_reg <= state_next;
    end
    always @(*)
    begin
        state_next = state_reg;
        case(state_reg)
            s0: if (~noisy)
                    state_next = s0;
                else if (noisy)
                    state_next = s1;
            s1: if (~noisy)
                    state_next = s0;
                else if (noisy & ~timer_done)
                    state_next = s1;
                else if (noisy & timer_done)
                    state_next = s2;
            s2: if (~noisy)
                    state_next = s3;
                else if (noisy)
                    state_next = s2;
            s3: if (noisy)
                    state_next = s2;
                else if (~noisy & ~timer_done)
                    state_next = s3;
                else if (~noisy & timer_done)
                    state_next = s0;
            default: state_next = s0;                                             
        endcase
    end
    assign timer_reset = (state_reg == s0) | (state_reg == s2);
    assign debounced = (state_reg == s2) | (state_reg == s3);
endmodule
`timescale 1ns / 1ps
module timer_parameter
    #(parameter FINAL_VALUE = 255)(
    input clk,
    input reset_n,
    input enable,
    output done
    );
    localparam BITS = $clog2(FINAL_VALUE);
    reg [BITS - 1:0] Q_reg, Q_next;
    always @(posedge clk, negedge reset_n)
    begin
        if (~reset_n)
            Q_reg <= 'b0;
        else if(enable)
            Q_reg <= Q_next;
        else
            Q_reg <= Q_reg;
    end
    assign done = Q_reg == FINAL_VALUE;
    always @(*)
        Q_next = done? 'b0: Q_reg + 1;
endmodule
[./run.sh]
#!/bin/bash
# OpenROAD 26Q1-2900-gdf79404cd8, Yosys 0.63+post, stock flow scripts
make -C /OpenROAD-flow-scripts/flow DESIGN_CONFIG=/design/flow/config.mk WORK_HOME=/design/flow/orfs finish
[./config.mk]
export PLATFORM = sky130hd
export DESIGN_NAME = debouncer_delayed
export DESIGN_NICKNAME = debouncer_delayed
export VERILOG_FILES = /design/flow/design.v
export SDC_FILE = /design/flow/constraint.sdc
export NUM_CORES = 4
export LEC_CHECK = 1
export CORE_AREA = 10 10 94 94
export DIE_AREA = 0 0 104 104
[./constraint.sdc]
current_design debouncer_delayed

set clk_period 1.6
set clk_io_pct 0.2

create_clock -name clk0 -period $clk_period [get_ports {clk}]

set non_clock_inputs [all_inputs -no_clocks]
set_input_delay [expr $clk_period * $clk_io_pct] -clock clk0 $non_clock_inputs
set_output_delay [expr $clk_period * $clk_io_pct] -clock clk0 [all_outputs]
==> metrics.yaml <==
place.gp.congestion: 0.811
reg2reg_slack_ps: -330
status: "complete, but fails checks"
drcViolationCount: 0
synth_top_area_share_pct: 48.4
fp.dieArea_um2: 10800
critPathCaptureType: "flip-flop"
ios: 4
grt_max_degree: 15
drv_cap: 0
worstPathMaxFanout: 3
wl_per_cell_um: 10.7
holdWs_ps: 240
detail-route-antenna-nets: 0
ys_warn_count: 2
final_util_pct: 28.3
top_area_cell: "dfrtp_1"
ir_drop_uv: 426
die_h_um: 104
cts_num_sinks: 25
grtUsageTotal_pct: 5.36
start_kind: "flip-flop"
violations: "negative setup slack"
finClkSkew_ps: 6.11
cts-htree-levels: 1
fin_crit_ps: 1930
cts_max_path_buffers: 2
cts_tree: "done"
grt_pass1_vias: 1081
worstPathRequired_ps: 1800
core_area_um2: 6830
finalMaxSlewViolations: 0
drt_pass1_iterations: 4
diodes: 0
drive_gt1_share_pct: 48.3
r2r_cells: 4
fin_crit_sh_pct: 121
antenna_found_initial: 0
drt_first_iter_violations: 40
rr_endpoint: "FSM0.state_reg[0]$_DFF_PN1_"
syn_inst: 123
ys_area_um2: 1240
worst_pin_slew_ps: 330
die_w_um: 104
routed_wl_um: 2890
powerDensity_nw_per_um2: 1120
largest_reg_flops: 21
synth.distinct_cells: 33
rows: 30
synth-seq-cells: 25
power_mw: 2.16
fill_cells: 700
area_growth_pct: 55.5
ys_seq_share_pct: 50.5
vias_per_cell: 4.00
grt_pass1_wl_um: 5090
ctsHoldBuffers: 0
place_area_um2: 1650
worstPathArrival_ps: 2120
hp-class: "input port to async pin"
grt-ovfl-total: 0
io_buffers: 3
ys_cells: 123
dr_total_vias: 1080
worstReg2RegStart: "T0.Q_reg[9]$_DFFE_PP0N_"
cts.clk_slew.worst_paths_ps: 90
place.detailed.hpwl_um: 2040
p_leak_nw: 0.797
clk_latency_ps: 270
max_freq_mhz: 519
grt_setup_unrepaired: "yes"
netlist_top_cells_area: "dfrtp_1, xnor2_1, nand2_1, nand3_1, xor2_1"
warnings: 28
setup_viol: 17
criticalPathCategory: "flip-flop to flip-flop"
root_buffer: "clkbuf_8"
fin_ws_ps: -328
fp_util_pct: 18.2
synth_area_um2: 1240
hold_viol_final: 0
avgSynthCellArea_um2: 10.1
cts_buffers: 3
relSlewSlack_pct: 77.8
design_area_um2: 1930
-- placed cells by master, fill, tap and decap left out, types with 2 or more instances in the layout --
cell type,count
a21oi_2,5
buf_4,37
clkbuf_8,3
clkdlybuf4s50_1,2
nor3_4,2
xor2_1,4
nor2_4,3
o21ai_0,2
nand3_2,3
inv_1,3
nor2_2,3
or2_4,3
nor4_1,2
or4_1,2
dfrtp_1,24
o22ai_1,2
buf_6,8
or4_4,4
nor3_1,4
o31ai_1,3
nand3_1,5
nand2_1,14
or3_1,3
nand4_1,3
o21ai_1,3
xnor2_1,9
-- critical path, stage by stage, from the launching register on --
cell and delay [ps]:
dfrtp_1 380, or4b_4 520, or4_4 480, or3_4 350
o22ai_1 120
-- power by group --
part	internal (mW)	switching (mW)	leakage, nW
logic	0.509	0.435	0.454
clock network	0.174	0.207	0.0255
registers	0.742	0.0909	0.317
-- logic make-up (layout without fill, tap and decap cells) --
| family | Yosys count | in the layout | synth area share, % |
|---|---|---|---|
| flops | 25 | 25 | 50.5 |
| compound gates | 18 | 18 | 8.67 |
| simple gates | 60 | 60 | 28.6 |
| xor+xnor | 13 | 13 | 9.17 |
| buf+inv | 6 | 57 | 2.02 |
| fa+ha+maj | 1 | 1 | 1.01 |
-- layout make-up --
type	count	area [um^2]	area share, %
multi-input combinational	92	711	36.8
sequential	25	627	32.5
timing repair buffer	49	408	21.1
tap	96	120	6.22
clock buffer	3	41.3	2.14
inverter	4	18.8	0.972
clock inverter	1	5.00	0.259
-- per-layer routing --
| metal | global-route usage, % | up-vias | share of wire (%) |
|---|---|---|---|
| li1 | - | 548 | - |
| met1 | 7.50 | 521 | 51 |
| met2 | 8.69 | 9 | 45 |
| met3 | 0.877 | 2 | 2.4 |
| met4 | 0.795 | 0 | 1.9 |
| met5 | 0 | - | 0 |
-- per-stage QoR --
stage	cells	setup slack, ps	TNS [ps]
after floorplan	123	-290	-3250
after global placement	255	-298	-4420
after detailed placement	255	-331	-4820
after CTS	260	-346	-4710
after global routing	270	-408	-6150
final	270	-328	-4530
-- synth_stat cells (all sizes together) --
cell type  count
or4b           1
a21oi          6
nand3          8
dfrtp         24
o22ai          2
dfstp          1
nor2           7
o31ai          3
nand2         15
and4           1
xnor2          9
ha             1
xor2           4
nor3           6
or3            4
nand4bb        1
inv            4
and3           1
nor4           3
or2            3
o21ai          6
o2bb2ai        1
nand2b         1
or4            6
buf            2
nand4          3
-- what timing repair did --
action,in CTS,in global routing
pin swaps,3,11
endpoints found under the setup margin,24,23
resized,20,20
setup buffers,2,10
-- worst max path at each step --
stage,from,endpoint,slack [ps],cells past startpoint
after CTS,T0.Q_reg[9]$_DFFE_PP0N_,FSM0.state_reg[0]$_DFF_PN1_,-350,4
after global routing,T0.Q_reg[9]$_DFFE_PP0N_,FSM0.state_reg[1]$_DFF_PN0_,-410,4
final,T0.Q_reg[9]$_DFFE_PP0N_,FSM0.state_reg[0]$_DFF_PN1_,-330,4
Power is estimated from default activity; no workload was simulated.
