<file path="./config.mk">
export PLATFORM = sky130hd
export DESIGN_NAME = morse_decoder
export DESIGN_NICKNAME = morse_decoder
export VERILOG_FILES = /design/flow/design.v
export SDC_FILE = /design/flow/constraint.sdc
export NUM_CORES = 4
export LEC_CHECK = 1
export CORE_AREA = 10 10 112 112
export DIE_AREA = 0 0 122 122
</file>
<file path="./constraint.sdc">
current_design morse_decoder

set clk_period 3.5
set clk_io_pct 0.2

create_clock -name clk0 -period $clk_period [get_ports {clk}]

set non_clock_inputs [all_inputs -no_clocks]
set_input_delay [expr $clk_period * $clk_io_pct] -clock clk0 $non_clock_inputs
set_output_delay [expr $clk_period * $clk_io_pct] -clock clk0 [all_outputs]
</file>
<file path="./design.v">
`timescale 1ns / 1ps
module morse_decoder
    #(parameter time_unit = 4_999_999, BITS = 3)(
    input b, clk, reset_n,
    output dot, dash, lg, wg
    );
    wire done;
    wire [BITS-1:0] Q;
    reg [2:0] state_reg, state_next;
    localparam s0=0, s1=1, s2=2, s3=3, s4=4;
    timer_parameter #(.FINAL_VALUE(time_unit)) morse_time(
        .clk(clk),
        .reset_n(b),
        .enable(b),
        .done(done)    
    );
    udl_counter #(.BITS(BITS)) unit_counter(
        .clk(clk),
        .reset_n(b),
        .enable(done),
        .up(1),
        .load(0),
        .D(0),
        .Q(Q)
    );
    always @(posedge clk, negedge reset_n)
    begin
        if(~reset_n)
            state_reg <= 0;
        else
            state_reg <= state_next;
    end
    always @*
    begin
        case(state_reg)
            s0: case(Q)
                3'b001: state_next = s1;
                default: state_next = s0;
            endcase
            s1: case(Q)
                3'b000: state_next = s0;
                3'b001: state_next = s1;
                3'b010: state_next = s2;
                default: state_next = s0;
            endcase
            s2: case(Q)
                3'b000: state_next = s0;
                3'b010: state_next = s2;
                3'b011: state_next = s3;
                default: state_next = s0;
            endcase   
            s3: case(Q)
                3'b000: state_next = s0;
                3'b011: state_next = s3;
                3'b100: state_next = s4;
                default: state_next = s0;
            endcase 
            s4: case(Q)
                3'b000: state_next = s0;
                3'b100: state_next = s4;
                default: state_next = s0;
            endcase 
        endcase
    end
    assign dot = (state_reg == s1)&(Q == 3'b000) |
                 (state_reg == s2)&(Q == 3'b000);
    assign dash = (state_reg == s3)&(Q == 3'b000) |
                  (state_reg == s4)&(Q == 3'b000);
endmodule
`timescale 1ns / 1ps
module timer_parameter
    #(parameter FINAL_VALUE = 255)(
    input clk,
    input reset_n,
    input enable,
    output done
    );
    localparam BITS = $clog2(FINAL_VALUE);
    reg [BITS - 1:0] Q_reg, Q_next;
    always @(posedge clk, negedge reset_n)
    begin
        if (~reset_n)
            Q_reg <= 'b0;
        else if(enable)
            Q_reg <= Q_next;
        else
            Q_reg <= Q_reg;
    end
    assign done = Q_reg == FINAL_VALUE;
    always @(*)
        Q_next = done? 'b0: Q_reg + 1;
endmodule
`timescale 1ns / 1ps
module udl_counter
    #(parameter BITS = 3)(
    input clk,
    input reset_n,
    input enable,
    input up,
    input load,
    input [BITS - 1:0] D,
    output [BITS - 1:0] Q
    );
    reg [BITS - 1:0] Q_reg, Q_next;
    always @(posedge clk, negedge reset_n)
    begin
        if (~reset_n)
            Q_reg <= 'b0;
        else if(enable)
            Q_reg <= Q_next;
        else
            Q_reg <= Q_reg;
    end
    always @(Q_reg, up, load, D)
    begin
        Q_next = Q_reg;
        casex({load,up})
            2'b00: Q_next = Q_reg - 1;
            2'b01: Q_next = Q_reg + 1;
            2'b1x: Q_next = D;
            default: Q_next = Q_reg;
        endcase
    end
    assign Q = Q_reg;
endmodule
</file>
<file path="./run.sh">
#!/bin/bash
# OpenROAD 26Q1-2900-gdf79404cd8, Yosys 0.63+post, stock flow scripts
make -C /OpenROAD-flow-scripts/flow DESIGN_CONFIG=/design/flow/config.mk WORK_HOME=/design/flow/orfs finish
</file>
==> metrics.csv <==
metric,value,unit
grt_pass1_wl,4910,µm
area_leaders,"dfrtp_1 46%, xnor2_1 7.2%, ha_1 4.8%",
syn_area_per_cell,9.84,µm²
wirelength,2730,µm
dieHeight,122,µm
fin_tns_setup,0,ns
edf_count,0,
cp_top_family,simple AND/OR/NAND/NOR gates,
fmax,398,MHz
die_x,122,µm
simple_gate_area_frac,0.236,
common_cells,"29 x dfrtp_1, 14 x nor2_1, 13 x nand2_1, 13 x xnor2_1",
grt_pass1_vias,1135,
rows,37,
logic_area,737,µm²
yosys_cells,160,
r2r_setup_slack,1.26,ns
viasPerCell,3.77,
timing.rr.end,morse_time.Q_reg[22]$_DFFE_PN0P_,
finalClockPeriodUsage,0.717,
overflow,0,
max_cap_violations,0,
whs,0.512,ns
seq_area,771,µm²
most_common_cell,dfrtp_1,
setup_viol,0,
cts_hold_buf,0,
cp.buffers_inverters,1,
worstSetupPathType,in2reg,
clk_pin_slew,0.06,ns
tool_warnings,28,
xor_share,0.100,
path_max_fanout,8,
drive_above_1_share,0.0888,
crit_top_cell,or4_1,
r2r_start,morse_time.Q_reg[0]$_DFFE_PN0P_,
pre_cts_slack,0.743,ns
syn_inst,160,
crit_chain,"clkdlybuf4s50_1, nand4_1, or4_1, or4_1, a21oi_1",
worstHoldPathCells,1,
grt_usage,0.0372,
clock_skew,0.00442,ns
required,3.70,ns
mux_area_frac,0.0135,
synthDistinctLibCells,38,
nFillCells,1094,
postCtsSetupBuffers,0,
post-route-util,0.186,
dp_hpwl,1950,µm
cp-start-kind,input pin,
hp-class,reg2reg,
antenna_found_initial,0,
status,finished clean,
postRouteAntennaNets,0,
ff_type,dfrtp_1,
yosys_area,1570,µm²
worstMarginPinSlew,0.553,ns
finalWeightedCongestion,0.832,
fp_util,0.154,
cts_tree,done,
clk_path_buf_depth,2,
ys.flops,32,
synth_warnings,8,
max-vdd-ir-drop,0.212,mV
area_delta_synth_final,20.7,%
route.detailed.drc,0,
htree_num_levels,2,
netlist_logic_family_top,simple AND/OR/NAND/NOR gates,
root_buffer,clkbuf_8,
wire_per_inst,8.94,µm
reg2reg_depth,5,
p_per_area,461,nW/µm²
final_max_slew_viol_count,0,
clk-insertion-delay-late,0.28,ns
cp-startpoint,b,
p_leak,0.756,nW
syn_area,1570,µm²
cts_made_buffers,5,
grt_max_degree,35,
rsz0062_at_grt,false,
async_flop_share,0.906,
portBuffers,4,
crit_path_end_kind,flip-flop,
vias,1149,
synth.largest_area_cell,dfrtp_1,
largest_register_ffs,23,
ys_sh_aoi,0.0660,
n_antenna_cell,0,
finalHoldViolations,0,
dr.first_iter.drc_count,37,
hold-path-endpoint,morse_time.Q_reg[16]$_DFFE_PN0P_,
untimed_endpoints,6,
relSlewSlack,0.629,
critPathSlowestCell,or4_1,
slowest_delay,0.66,ns
core,10200,µm²
firstDrtPassIters,4,
synth_top_area_share,0.461,
fin_ws,0.990,ns
cts.repair.resized,0,
adder_share,0.0477,
hp-start,morse_time.Q_reg[16]$_DFFE_PN0P_,
finalNonFillerCells,305,
unclocked_regs,3,
chipArea,14900,µm²
io-pin-count,7,
dp_cells,297,
period_needed,2.51,ns
critical_path_arrival,2.71,ns
==> worst max-delay path by stage <==
stage	end	cells past startpoint
4_1_cts	morse_time.Q_reg[15]$_DFFE_PN0P_	7
5_1_grt	morse_time.Q_reg[15]$_DFFE_PN0P_	7
6_report	morse_time.Q_reg[22]$_DFFE_PN0P_	5
==> routing by layer <==
| metal | GRT usage | share of wire |
|---|---|---|
| met2 | 0.0575 | 0.42 |
| met3 | 0.00516 | 0.025 |
| met4 | 0.0104 | 0.029 |
| met5 | 0 | 0 |
| met1 | 0.0531 | 0.52 |
==> layout make-up <==
| type | instances | share of cell area |
|---|---|---|
| Sequential cell | 32 | 0.406 |
| Tap cell | 136 | 0.0895 |
| Multi-Input combinational cell | 114 | 0.388 |
| Clock buffer | 5 | 0.0362 |
| Clock inverter | 3 | 0.0342 |
| Inverter | 9 | 0.0178 |
| Timing Repair Buffer | 6 | 0.0290 |
==> per-stage QoR <==
| stage | power (mW) | instance area (µm²) |
|---|---|---|
| 6_report | 0.877 | 1900 |
| 5_1_grt | 0.923 | 1900 |
| 4_1_cts | 0.892 | 1900 |
| 3_5_place_dp | 0.476 | 1770 |
| 3_3_place_gp | 0.475 | 1770 |
| 2_1_floorplan | 0.452 | 1580 |
==> cells by family after synthesis <==
family | Yosys count
adder cells (fa/ha/maj) | 6
multiplexers | 2
AND/OR/NAND/NOR | 69
buffers and inverters | 15
XOR/XNOR | 18
other | 1
latches | 3
AND-OR/OR-AND | 17
flip-flops | 29
==> report_power, final <==
| group | leakage, nW | switching [mW] | internal, mW |
|---|---|---|---|
| Clock | 0.0681 | 0.126 | 0.283 |
| Combinational | 0.275 | 0.0329 | 0.0307 |
| Sequential | 0.413 | 0.0403 | 0.364 |
| Total | 0.756 | 0.199 | 0.678 |
==> cells in the final DEF (no fill, tap or decap), drive strengths merged, types with 2 or more instances in the layout <==
cell type      count
nor4               3
o21ai              4
buf                2
nor3b              3
bufinv             2
ha                 6
nand2             13
xnor2             13
nor3               9
nand3              9
nor2              14
clkbuf             5
a21oi              6
xor2               5
dlxtn              3
and3               3
conb               2
inv                9
or3                2
dfrtp             29
or4                3
nand4              7
clkdlybuf4s50      4
Power and IR drop assume default switching activity.
