==> flow/design.v <==
`timescale 1ns / 1ps
module decoder_generic
    #(parameter N = 3)(
    input [N - 1:0] w,
    input en,
    output reg [2 ** N - 1 : 0] y
    );
    always @(w, en)
    begin
        y = 'b0;
        if (en)
            y[w] = 1'b1; 
        else
            y = 'b0;
    end
endmodule
`timescale 1ns / 1ps
module first_sseg_driver
    #(parameter N = 4)(
    input [3:0] num,
    input [2:0] active_digit,
    input DP_ctrl,
    input en,
    output [6:0] bcd,
    output [7:0] AN,
    output DP
    );
    wire [7:0] choose_bcd;
    decoder_generic #(N) decoder 
    (
    .w(active_digit),
    .en(en),
    .y(choose_bcd)
    );
    hex2sseg convert(
    .hex(num),
    .sseg(bcd)
    );
    assign AN = ~choose_bcd;
    assign DP = DP_ctrl;
endmodule
`timescale 1ns / 1ps
module hex2sseg(
    input [3:0] hex,
    output reg [6:0] sseg  
    );
    always @(hex)
        case(hex)  
            0: sseg = 7'b1000000;
            1: sseg = 7'b1111001;            
            2: sseg = 7'b0100100;             
            3: sseg = 7'b0110000;              
            4: sseg = 7'b0011001;             
            5: sseg = 7'b0010010;             
            6: sseg = 7'b0000010;             
            7: sseg = 7'b1111000;             
            8: sseg = 7'b0000000;             
            9: sseg = 7'b0010000;             
            10: sseg = 7'b0001000;             
            11: sseg = 7'b0000011;             
            12: sseg = 7'b1000110;             
            13: sseg = 7'b0100001;             
            14: sseg = 7'b0000110;             
            15: sseg = 7'b0001110;             
        endcase
endmodule
==> flow/run.sh <==
#!/bin/bash
# OpenROAD 26Q1-2900-gdf79404cd8, Yosys 0.63+post, stock flow scripts
make -C /OpenROAD-flow-scripts/flow DESIGN_CONFIG=/design/flow/config.mk WORK_HOME=/design/flow/orfs finish
==> flow/config.mk <==
export PLATFORM = sky130hd
export DESIGN_NAME = first_sseg_driver
export DESIGN_NICKNAME = first_sseg_driver
export VERILOG_FILES = /design/flow/design.v
export SDC_FILE = /design/flow/constraint.sdc
export NUM_CORES = 4
export LEC_CHECK = 1
export CORE_AREA = 10 10 70 70
export DIE_AREA = 0 0 80 80
==> flow/constraint.sdc <==
current_design first_sseg_driver

set clk_period 1.5
set clk_io_pct 0.2

create_clock -name clk0 -period $clk_period

set non_clock_inputs [all_inputs -no_clocks]
set_input_delay [expr $clk_period * $clk_io_pct] -clock clk0 $non_clock_inputs
set_output_delay [expr $clk_period * $clk_io_pct] -clock clk0 [all_outputs]
==> results.txt <==
Worst Hold Class -> primary input to output port
Final Critical Period -> 1660 ps
layout cells sized above 1 -> 69.2%
unrepaired setup endpoints after global routing -> yes
global-route wire length before repair -> 2490 um
final weighted congestion of routability-driven global placement -> 0.810
area reported by Yosys stat -> 440 um^2
initial antenna violation count -> 0
area occupied by registers -> 0 um^2
Seq share, synth -> 0%
Worst Hold Slack -> 600 ps
maximum fanout encountered on the critical timing path -> 3
maximum frequency from static timing analysis -> 602 MHz
total global routing overflow -> 0
synthesis-to-layout area growth -> 120%
number of pins exceeding their max-slew limit in the final report -> 0
distinct cell type count of the synthesized netlist -> 28
Setup WS post-layout -> -160 ps
yosys cell count -> 61
kind of end point of the critical path -> output port
pin count of the biggest net entering global routing -> 11
reported leakage power -> 0.417 nW
Std-Cell Rows -> 21
final number of setup-violating endpoints -> 7
largest voltage drop on the vdd net -> 0.107 mV
via count of the first global-routing pass -> 546
worst-case headroom to the max-slew limit -> 79.6%
failing checks -> setup timing
wire length reported by the detailed router -> 1550 um
total number of vias -> 562
tally of OpenROAD warnings -> 42
transition time at the pin with the least slew margin -> 304 ps
setup TNS after final layout -> -463 ps
arrival time at the worst endpoint -> 1360 ps
Cells on Worst Hold Path -> 0
Synthesis Warnings -> 4
synthesized netlist cell count -> 61
outcome -> finished, violations left
critical path class -> primary input to output port
starting density of the core -> 12.9%
core area -> 3420 um^2
number of antenna-violating nets in the routed design -> 0
die span in y -> 80 um
I/O Buffers -> 23
drt initial violations -> 2
synthesized area per cell -> 7.22 um^2
vias per inst -> 3.75
WL/cell -> 10.3 um
FILL cells -> 356
max capacitance violation total -> 0
DIE WIDTH -> 80 um
IO Pins -> 25
Pre-Repair DR Iteration Count -> 2
Synth Cell Area -> 440 um^2
GRT Total Usage -> 4.41%
seq_cells -> 0
die area -> 6400 um^2
total power density per cell area -> 247 nW/um^2
Hold Violations, Final -> 0
detailed placement HPWL -> 1100 um
count of clock-net buffers in the final layout -> 0
pre-CTS setup slack -> -996 ps
share of the clock period used by the worst path after layout -> 111%
total DRC errors in the routed layout -> 0
category of the worst setup path launch point -> primary input
critical path required time -> 1200 ps
ANT cells -> 0
per-stage QoR:
| stage | power (W) | cells | util (%) | instance area, um^2 |
|---|---|---|---|---|
| after floorplan | 0.0000797 | 61 | - | 440 |
| after global placement | 0.000180 | 140 | 23.2 | 791 |
| after CTS | 0.000228 | 150 | 27.5 | 938 |
| final | 0.000240 | 150 | 28.4 | 971 |
| after global routing | 0.000262 | 150 | 28.4 | 971 |
| after detailed placement | 0.000182 | 140 | 23.2 | 791 |
final timing paths:
path	startpoint	to	slack (ps)
worst min-delay path	DP_ctrl	DP	600
worst max-delay path	active_digit[0]	AN[3]	-160
layout by cell type, fill, tap and decap left out, types with 2 or more instances in the layout:
cell / Yosys / final
sky130_fd_sc_hd__nand2_2: 1 / 4
sky130_fd_sc_hd__dlygate4sd2_1: 0 / 2
sky130_fd_sc_hd__a21oi_2: 0 / 2
sky130_fd_sc_hd__inv_4: 0 / 3
sky130_fd_sc_hd__ha_1: 11 / 4
sky130_fd_sc_hd__nand2_1: 15 / 11
sky130_fd_sc_hd__ha_4: 0 / 6
sky130_fd_sc_hd__buf_6: 2 / 7
sky130_fd_sc_hd__o21ai_1: 0 / 2
sky130_fd_sc_hd__inv_2: 0 / 2
sky130_fd_sc_hd__buf_8: 1 / 3
sky130_fd_sc_hd__buf_4: 1 / 19
sky130_fd_sc_hd__buf_2: 0 / 14
cell usage after synthesis, types with 2 or more instances:
library cell / instances / area share [%]
sky130_fd_sc_hd__ha_1: 11 / 31
sky130_fd_sc_hd__buf_6: 2 / 5.1
sky130_fd_sc_hd__o21ai_0: 2 / 2.3
sky130_fd_sc_hd__o22ai_1: 2 / 2.8
sky130_fd_sc_hd__inv_1: 5 / 4.3
sky130_fd_sc_hd__a21oi_1: 2 / 2.3
sky130_fd_sc_hd__nor2_1: 2 / 1.7
sky130_fd_sc_hd__nand2_1: 15 / 13
report_power, final:
part           switching [W]  total (W)  internal [W]  leakage (nW)
Clock                      0          0             0             0
Combinational       0.000100   0.000240      0.000139         0.417
Sequential                 0          0             0             0
cells by family (layout without fill, tap and decap cells):
group	count (synthesis)	in the layout	synth area share, %
xor gates and xnor gates	1	1	1.99
muxes	1	1	2.56
adders and majority gates	11	11	31.2
and+or+nand+nor	27	27	32.7
buffers and inverters	10	53	15.6
AOI/OAI and AO/OA	11	11	15.9
worst max-delay path, cell delays in order:
cell                      delay (ps)
sky130_fd_sc_hd__buf_8            80
sky130_fd_sc_hd__inv_4            30
sky130_fd_sc_hd__ha_4            150
sky130_fd_sc_hd__ha_4            290
sky130_fd_sc_hd__nand2_4          60
sky130_fd_sc_hd__or3b_1          330
sky130_fd_sc_hd__buf_2           120
layout make-up:
class,count,area (um^2),share of cell area (%)
Inverter,5,26.3,2.71
Multi-Input combinational cell,51,507,52.2
Tap cell,46,57.6,5.93
Timing Repair Buffer,48,380,39.2
what timing repair did:
item,CTS,global route
pin swaps,20,10
setup buffers,11,1
endpoints found under the setup margin,15,13
resized,108,11
hold buffers,0,0
hold endpoints to repair,0,0
layer usage:
| layer | vias up | track usage [%] | routed length (um) |
|---|---|---|---|
| li1 | 291 | - | - |
| met1 | 257 | 6.13 | 765 |
| met2 | 14 | 7.30 | 704 |
| met3 | 0 | 0.795 | 77 |
| met4 | 0 | 0 | 0 |
| met5 | - | 0 | 0 |
No activity file was given, so power comes from the tool's default toggle rates.
